==> flow/design.v <==
`timescale 1ns / 1ps
module memory(
    input clk, MemRead, MemWrite,
    input [2:0] function3,
    input [5:0] addr, 
    input [31:0] data_in, 
    output reg [31:0] data_out
);
    reg [31:0] mem [0:63];
    wire [31:0] mem_access_out;
    Memory_Access_Unit memory_access_unit(
        .data_in(MemWrite ? data_in : mem[addr]),
        .function3(function3),
        .data_out(mem_access_out)
    );
    always @(posedge clk) begin
        if (MemWrite) begin
            mem[addr+32'd32] <= mem_access_out;
        end
    end
    always @(*) begin
        if (MemRead) begin
            data_out = mem[addr+32];
        end
        else begin
            data_out = mem[addr];
        end
    end
    initial begin
        mem[0] = 32'habcde337;  
        mem[1] = 32'h00001397;  
        mem[2] = 32'h00000417;  
        mem[3] = 32'hff840413;  
        mem[4] = 32'h00642023;  
        mem[5] = 32'h00742223;  
        mem[32] = 32'h00000000;
        mem[33] = 32'h00000000;
        mem[34] = 32'h0; mem[35] = 32'h0;  
    end
endmodule
`timescale 1ns / 1ps
module Memory_Access_Unit (
    input [31:0] data_in,
    input [2:0] function3,
    output reg [31:0] data_out
);
    always @(*) begin
        case (function3)
            3'b000: data_out = {{24{data_in[7]}}, data_in[7:0]};  
            3'b001: data_out = {{16{data_in[15]}}, data_in[15:0]};  
            3'b010: data_out = data_in;  
            3'b100: data_out = {24'b0, data_in[7:0]};  
            3'b101: data_out = {16'b0, data_in[15:0]};  
            default: data_out = 32'b0;
        endcase
    end
endmodule
==> flow/run.sh <==
#!/bin/bash
# OpenROAD 26Q1-2900-gdf79404cd8, Yosys 0.63+post, stock flow scripts
make -C /OpenROAD-flow-scripts/flow DESIGN_CONFIG=/design/flow/config.mk WORK_HOME=/design/flow/orfs finish
==> flow/config.mk <==
export PLATFORM = sky130hd
export DESIGN_NAME = memory
export DESIGN_NICKNAME = memory
export VERILOG_FILES = /design/flow/design.v
export SDC_FILE = /design/flow/constraint.sdc
export NUM_CORES = 4
export LEC_CHECK = 1
export CORE_UTILIZATION = 50
==> flow/constraint.sdc <==
current_design memory

set clk_period 52.8
set clk_io_pct 0.2

create_clock -name clk0 -period $clk_period [get_ports {clk}]

set non_clock_inputs [all_inputs -no_clocks]
set_input_delay [expr $clk_period * $clk_io_pct] -clock clk0 $non_clock_inputs
set_output_delay [expr $clk_period * $clk_io_pct] -clock clk0 [all_outputs]
==> impl_metrics.tcl <==
# metrics dict for downstream scripts
set metrics [dict create \
    htree_levels 4 \
    ys_cells 4496 \
    num_vias 46322 \
    grt_pass1_vias 47533 \
    p_leak_nw 26.3 \
    fp_util_pct 50.5 \
    cts_setup_buffers 0 \
    synth_top_area_share_pct 76.5 \
    slew_violations 0 \
    drt_iter0_drc 3546 \
    cpPeakStageDelay_ns 0.82 \
    syn_to_final_growth_pct 12.5 \
    cts.clk_slew.worst_paths_ns 0.06 \
    io_buffers 75 \
    rsz0062_at_grt "false" \
    whs_ns 10.52 \
    dieWidth_um 403 \
    largest-register "mem" \
    grt_pass1_wl_um 375000 \
    ys_warn_count 2 \
    cts_buffers 202 \
    grt_max_degree 85 \
    required_ns 42.24 \
    syn_avg_cell_area_um2 17.9 \
    arrival_ns 15.32 \
    start_kind "primary input" \
    largest_reg_flops 2048 \
    fin_crit_ns 25.88 \
    holdPathStages 2 \
    clock_sinks 2048 \
    edf_count 2048 \
    cp_num_buf_inv 7 \
    die_h_um 403 \
    tightest_slew_ns 1.12 \
    antenna_found_initial 8 \
    place_congestion 0.931 \
    hold_violations 0 \
    ys_seq_share_pct 76.5 \
    reg_top3 "mem: 2048 flops" \
    relSlewSlack_pct 25.2 \
    dpl.hpwl_um 149000 \
    mostFrequentLayoutCells "2048 x edfxtp_1, 280 x a21oi_1, 279 x mux2i_1" \
    async_flop_share_pct 0 \
    setup-tns-final_ns 0 \
    synth_cell_types 74 \
    hp-class "primary input to flip-flop" \
    warnings 26 \
    antenna_left 0 \
    ys_seq_elements 2048 \
    firstDrtPassIters 7 \
    ctsHoldBuffers 0 \
    status "finished clean" \
    cts_buffer_depth 3 \
    p_per_area_nw_per_um2 37.4 \
    max-cap-violations 0 \
    synthCells 4496 \
    drt_wl_total_um 271000 \
    cp_common_cell "buf_4" \
    crit_family "buffers and inverters" \
    max_freq_mhz 38.6 \
    root_buffer "clkbuf_16" \
    cts_tree "yes" \
    critical_path_depth 12 \
    via_per_inst 6.62 \
    finalClockPeriodUsage_pct 49.0 \
    pin_count 76 \
    die_area_um2 162000 \
    cp_cell_sequence "buf_8 -> buf_4 -> buf_4 -> nor2b_4 -> buf_4 -> buf_4 -> buf_4 -> a221o_1 -> a21oi_1 -> nor3_1 -> o2bb2a_4 -> clkdlybuf4s50_1" \
    core_region_area_um2 159000 \
    yosys_area_um2 80400 \
    finalSetupViolations 0 \
    cts_resized 0 \
    end_kind "output port" \
    wl_per_cell_um 38.8 \
    crit_path_max_fanout 46 \
    topCellsByArea "edfxtp_1 76%, mux2i_1 3.5%, mux4_2 3.0%, mux2_2 2.6%, a21oi_1 1.8%" \
    drc_errors 0 \
    top_area_cell "edfxtp_1" \
    grt_usage_pct 37.8 \
    synthFlopType "edfxtp_1" \
    grt_overflow 0 \
    rows 146 \
    layout-drive-gt1-share_pct 19.1 \
    synth_area_um2 80400 \
    lay_top_count "edfxtp_1" \
    cp_slowest_cell "nor3_1" \
    path_class "primary input to output port" \
    max-vdd-ir-drop_mv 0.0345 \
]
synthesized netlist by cell type, drive strengths merged, types with 35 or more instances:
library cell / count
edfxtp: 2048
a21oi: 296
mux2i: 279
buf: 253
nor2: 252
mux2: 191
a221oi: 166
nand2: 164
o21ai: 145
mux4: 107
a22oi: 84
a221o: 75
o211ai: 71
clkbuf: 61
nand3: 51
o2bb2ai: 39
o221ai: 35
worst paths after layout:
kind | start | endpoint
worst min-delay path | data_in[5] | mem[52][5]
worst max-delay path | addr[1] | data_out[5]
through the flow:
| stage | instance area [um^2] | power [mW] | util (%) | instances | worst slack (ns) |
|---|---|---|---|---|---|
| 3_5_place_dp | 84500 | 2.08 | 53.1 | 6625 | 27.10 |
| 4_1_cts | 90400 | 3.39 | 56.8 | 6990 | 27.06 |
| 5_1_grt | 90400 | 3.46 | 56.8 | 6991 | 26.93 |
| 2_1_floorplan | 80400 | 1.97 | - | 4496 | 30.22 |
| 6_report | 90500 | 3.38 | 56.9 | 6995 | 26.92 |
| 3_3_place_gp | 84500 | 2.08 | 53.1 | 6625 | 27.04 |
per-layer routing:
layer  track usage, %  share of wire, %  vias to the layer above
li1                 -                 -                    18767
met4             12.7               4.8                       36
met3             33.3                21                      717
met5             5.29              0.41                        -
met1             45.6                30                    22885
met2             50.5                44                     3917
final cells by class:
| cell class | instances | area [um^2] |
|---|---|---|
| diodes | 5 | 12.5 |
| clock buffers | 254 | 5360 |
| clock inverters | 111 | 634 |
| fillers | 11914 | 68700 |
| inverters | 5 | 30.0 |
| multi-input cells | 2129 | 17800 |
| flip-flops and latches | 2048 | 61500 |
| well taps | 2146 | 2690 |
| repair buffers | 297 | 2480 |
kinds of logic (layout without fill, tap and decap cells):
logic type / count (synthesis) / after routing / share of synthesized area [%]
XOR/XNOR: 2 / 2 / 0.0311
multiplexers: 577 / 577 / 9.14
buffers and inverters: 319 / 667 / 2.53
flip-flops: 2048 / 2048 / 76.5
AND-OR/OR-AND: 1024 / 1024 / 9.06
other: 0 / 5 / 0
AND/OR/NAND/NOR: 526 / 526 / 2.77
power breakdown:
| group | switching (mW) | total, mW | internal (mW) |
|---|---|---|---|
| registers | 0.00227 | 1.81 | 1.81 |
| clock network | 0.597 | 1.33 | 0.732 |
| logic | 0.171 | 0.239 | 0.0673 |
| total | 0.770 | 3.38 | 2.61 |
Power is estimated from default activity; no workload was simulated.
