==> ./run.sh <==
#!/bin/bash
# OpenROAD 26Q1-2900-gdf79404cd8, Yosys 0.63+post, stock flow scripts
make -C /OpenROAD-flow-scripts/flow DESIGN_CONFIG=/design/flow/config.mk WORK_HOME=/design/flow/orfs finish
==> ./constraint.sdc <==
current_design DataMem

set clk_period 46.7
set clk_io_pct 0.2

create_clock -name clk0 -period $clk_period [get_ports {clk}]

set non_clock_inputs [all_inputs -no_clocks]
set_input_delay [expr $clk_period * $clk_io_pct] -clock clk0 $non_clock_inputs
set_output_delay [expr $clk_period * $clk_io_pct] -clock clk0 [all_outputs]
==> ./design.v <==
module DataMem(
    input clk, MemRead, MemWrite,
    input [2:0] function3,
    input [5:0] addr, 
    input [31:0] data_in, 
    output reg [31:0] data_out
);
    wire [31:0] mem_access_out;
    Memory_Access_Unit memory_access_unit(
        .data_in(MemWrite ? data_in : mem[addr]),
        .function3(function3),
        .data_out(mem_access_out)
    );
    reg [31:0] mem [0:63];
    always @(posedge clk) begin
        if (MemWrite) begin
            mem[addr] <= mem_access_out;
        end
    end
    always @(*) begin
        if (MemRead) begin
            data_out = mem_access_out;
        end
    end
    initial begin
        mem[0]  = 32'h00000000;
        mem[1]  = 32'h00000000;
        mem[2]  = 32'h00000000;
        mem[3]  = 32'h00000000;
        mem[4]  = 32'h00000000;
        mem[5]  = 32'h00000000;
        mem[6]  = 32'h00000000;
        mem[7]  = 32'h00000000;
        mem[8]  = 32'h00000000;
        mem[9]  = 32'h12345678;  
        mem[10] = 32'h00000000;  
        mem[11] = 32'hFF00AA55;  
        mem[12] = 32'h00000000;
        mem[13] = 32'h00000000;
        mem[14] = 32'h00000000;
        mem[15] = 32'h00000000;
        mem[16] = 32'h00000000;
        mem[17] = 32'h00000000;
        mem[18] = 32'h00000000;
        mem[19] = 32'h00000000;
        mem[20] = 32'hDEADBEEF;  
        mem[21] = 32'h00000000;
        mem[22] = 32'h00000000;
        mem[23] = 32'h00000000;
        mem[24] = 32'h00000000;
        mem[25] = 32'h00000000;
        mem[26] = 32'h00000000;
        mem[27] = 32'h00000000;
        mem[28] = 32'h00000000;
        mem[29] = 32'h00000000;
        mem[30] = 32'h00000000;
        mem[31] = 32'h00000000;
        mem[32] = 32'h00000000;
        mem[33] = 32'h00000000;
        mem[34] = 32'h00000000;
        mem[35] = 32'h00000000;
        mem[36] = 32'h00000000;
        mem[37] = 32'h00000000;
        mem[38] = 32'h00000000;
        mem[39] = 32'hCAFEBABE;  
        mem[40] = 32'h00000000;
        mem[41] = 32'h00000000;
        mem[42] = 32'h7FFFFF80;  
        mem[43] = 32'h00000000;
        mem[44] = 32'h00000000;
        mem[45] = 32'h00000000;
        mem[46] = 32'h00000000;
        mem[47] = 32'h00000000;
        mem[48] = 32'h00000000;
        mem[49] = 32'h00000000;
        mem[50] = 32'h1234ABCD;  
        mem[51] = 32'h00000000;
        mem[52] = 32'h00000000;
        mem[53] = 32'h00000000;
        mem[54] = 32'h00000000;
        mem[55] = 32'h00000000;
        mem[56] = 32'h00000000;
        mem[57] = 32'h00000000;
        mem[58] = 32'h00000000;
        mem[59] = 32'h00000000;
        mem[60] = 32'h00000000;
        mem[61] = 32'h00000000;
        mem[62] = 32'h00000000;
        mem[63] = 32'h00000000;
    end
endmodule
`timescale 1ns / 1ps
module Memory_Access_Unit (
    input [31:0] data_in,
    input [2:0] function3,
    output reg [31:0] data_out
);
    always @(*) begin
        case (function3)
            3'b000: data_out = {{24{data_in[7]}}, data_in[7:0]};  
            3'b001: data_out = {{16{data_in[15]}}, data_in[15:0]};  
            3'b010: data_out = data_in;  
            3'b100: data_out = {24'b0, data_in[7:0]};  
            3'b101: data_out = {16'b0, data_in[15:0]};  
            default: data_out = 32'b0;
        endcase
    end
endmodule
==> ./config.mk <==
export PLATFORM = sky130hd
export DESIGN_NAME = DataMem
export DESIGN_NICKNAME = DataMem
export VERILOG_FILES = /design/flow/design.v
export SDC_FILE = /design/flow/constraint.sdc
export NUM_CORES = 4
export LEC_CHECK = 1
export CORE_UTILIZATION = 30
==> flow_summary.ini <==
; implementation run metrics
[global_route]
grt_remaining_overflow = 0
use_met2 = 0.305
grt.busiest_layer = met2
grt_start_max_net_pins = 81
grtUsageTotal = 0.210
antenna_found_initial = 11
use_met1 = 0.202
grt_pass1_wl_microns = 350000
grt_pass1_vias = 45300
use_met3 = 0.194

[timing]
unclocked_regs = 32
period_minus_slack_ps = 13910
rsz0062_at_grt = false
slew_headroom = 0.291
max_freq_mhz = 71.9
unconstrained_endpoints = 64
fin_setup_tns_ps = 0
setup_viol = 0
fin_skew_ps = 48.1
finalMaxSlewViolations = 0
finalCritPeriodShare = 0.298
finalHoldViolations = 0
worst_pin_slew_ps = 1060

[synth]
xor_share = 0
flop_cell = edfxtp_1
yosys.area_share.simple = 0.0176
async_flop_share = 0
syn_inst = 3977
synthAoiAreaFrac = 0.134
topCombFamilyByArea = AND-OR/OR-AND gates
yosys_warnings = 2
yosysChipArea_sq_um = 75600
fa_ha_area_frac = 0
edf_count = 2048
yosysUniqueCellTypes = 67
syn_area_sq_um = 75600
yosys_cells = 3977
ys.flops = 2080
mux_area_frac = 0.00815
syn_avg_cell_area_sq_um = 19.0

[cts]
cts_inserted_buffers = 198
clock_path_buffers = 3
post_cts_buffers = 0
root_buffer = clkbuf_16
clk_pin_slew_ps = 60
clkLatencyLatePin_ps = 840
postCtsHoldBufs = 0
tritoncts = done
htreeDepth = 4
cts_resized = 0

[job]
drv_cap = 0
warning_count = 26

[placement]
port_buffers = 75
gp_congestion = 0.896
post-dp-hpwl_microns = 136000

[detailed_routing]
first_iter_violations = 3508
route.detailed.drc = 0
ant_nets = 0
routed_wl_microns = 253000
viasPerCell = 5.62
vias = 43100
avgRoutedWirePerCell_microns = 33.0
drt_pass1_iterations = 5

[die]
dieArea_sq_um = 254000
fp_util = 0.303
die-height_microns = 504
coreArea_sq_um = 250000
pin_count = 76
fp.dieW_microns = 504
rows = 183

[worst_setup_path]
path_max_fanout = 41
worstSetupPathType = input port to flip-flop
cp-start-kind = input port
critPathArrivalTime_ps = 14530
critPathCaptureType = flip-flop
crit_required_ps = 47320

[cells_and_area]
nFillCells = 23000
area_delta_synth_final_pct = 15.9
ff_latch_area_sq_um = 62000
layout_top_cell = edfxtp_1
drive_gt1_frac = 0.140
logic_area_sq_um = 12900
layout_top_cells = edfxtp_1, a22oi_1, clkbuf_16

[run_status]
status = finished, final reports clean

[min_path]
hold_path_class = flip-flop to flip-flop

[pwr]
total_power_mw = 3.77
power-per-cell-area_nw_per_um2 = 43.0
leakage_nw = 26.3
vdd_drop_max_uv = 30.7
worst max-delay path, stage by stage:
cell      delay, ps
buf_2           500
buf_4           500
and3b_4         240
buf_4           560
buf_4           630
buf_4           590
a22o_1          230
a221oi_1         50
a31oi_1         230
nor4_1           90
o211a_1         180
o31ai_4         800
buf_4           470
cell families after synthesis:
family | Yosys count
muxes | 44
DFF | 2048
buffers and inverters | 282
AOI/OAI and AO/OA | 1314
and+or+nand+nor | 257
latches | 32
sequential cells by signal, summed over array words and instances (netlist names):
name,flops
data_out,32
mem,2048
cells in the mapped netlist (all sizes together), types with 24 or more instances:
library cell,number,area share
clkbuf,112,0.0056
o21ai,45,0.0030
edfxtp,2048,0.81
nor2,90,0.0045
nor4,27,0.0022
a31oi,130,0.011
mux2i,24,0.0032
buf,158,0.014
dlxtp,32,0.0064
a22oi,710,0.071
nor3,28,0.0019
a41oi,95,0.011
a221oi,132,0.015
a22o,127,0.015
nand2,27,0.0013
power breakdown:
group | internal, mW | switching [mW] | total [mW]
registers | 2.06 | 0.00266 | 2.06
clock network | 0.841 | 0.674 | 1.51
logic | 0.0456 | 0.143 | 0.188
total | 2.95 | 0.819 | 3.77
per-layer routing:
metal  wire length (microns)  vias to the layer above
met4                   13300                       51
met1                   73300                    21200
met5                    1200                        -
li1                        -                    17500
met2                  113000                     3744
met3                   51700                      696
final cells by class:
type / instances / share of cell area
multi-input cells: 1615 / 0.148
flip-flops and latches: 2080 / 0.708
well taps: 3330 / 0.0476
diodes: 3 / 0.0000857
repair buffers: 281 / 0.0272
clock buffers: 249 / 0.0597
inverters: 10 / 0.000429
clock inverters: 105 / 0.00963
worst paths after layout:
check	startpoint	endpoint	slack, ps	cells after the start
worst min-delay path	mem[3][0]	mem[5][0]	1150	4
worst max register to register	mem[48][7]	mem[57][31]	42720	9
worst min register to register	mem[3][0]	mem[5][0]	1150	4
worst max-delay path	addr[2]	mem[57][31]	32790	13
per-stage QoR:
stage | cell area, sq um | worst slack, ps | hold WS (ps) | utilization | std cells
3_5_place_dp | 81500 | 32010 | 1130 | 0.327 | 7316
2_1_floorplan | 75600 | 32180 | 1520 | - | 3977
5_1_grt | 87600 | 32600 | 1240 | 0.351 | 7671
4_1_cts | 87600 | 32880 | 1140 | 0.351 | 7670
6_report | 87600 | 32790 | 1150 | 0.351 | 7673
3_3_place_gp | 81500 | 32050 | 1110 | 0.327 | 7316
Power is estimated from default activity; no workload was simulated.
